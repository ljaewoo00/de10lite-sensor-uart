==> /design/flow/design.v <==
module baud_gen #(
    parameter CLK_HZ   = 50_000_000,
    parameter BAUD_HZ  = 115_200
)(
    input  wire clk,
    input  wire rst_n,       
    output reg  tick         
);
    localparam integer DIV = (CLK_HZ/BAUD_HZ);
    localparam integer REM = (CLK_HZ%BAUD_HZ);
    reg [$clog2(DIV+1):0] ctr = 0;
    reg [$clog2(BAUD_HZ):0] acc = 0;
    always @(posedge clk) begin
        if (!rst_n) begin
            ctr  <= 0;
            acc  <= 0;
            tick <= 1'b0;
        end else begin
            tick <= 1'b0;
            if (ctr == DIV-1) begin
                ctr <= 0;
                acc <= acc + REM;
                if (acc >= BAUD_HZ) begin
                    acc <= acc - BAUD_HZ;
                end else begin
                    tick <= 1'b1;
                end
            end else begin
                ctr <= ctr + 1;
            end
        end
    end
endmodule
module clk_rst_sync(
    input  wire clk,
    input  wire rst_n_in,    
    output wire rst_n_out    
);
    reg r1, r2;
    always @(posedge clk) begin
        r1 <= rst_n_in;
        r2 <= r1;
    end
    assign rst_n_out = r2;
endmodule
module i2c_master(
    input  wire clk,
    input  wire rst_n,
    inout  wire sda,
    inout  wire scl
);
    assign sda = 1'bz;
    assign scl = 1'bz;
endmodule
module i2c_regs(
    input  wire       clk,
    input  wire       rst_n,
    output reg [7:0]  reg0,
    output reg [7:0]  reg1,
    output reg [7:0]  reg2,
    output reg [7:0]  reg3
);
    reg [23:0] cnt;
    always @(posedge clk) begin
        if (!rst_n) begin
            cnt  <= 0;
            reg0 <= 8'h00;
            reg1 <= 8'h00;
            reg2 <= 8'h00;
            reg3 <= 8'h00;
        end else begin
            cnt  <= cnt + 1;
            reg0 <= cnt[7:0];
            reg1 <= cnt[15:8];
            reg2 <= 8'h55;
            reg3 <= 8'haa;
        end
    end
endmodule
module proc_block(
    input  wire       clk,
    input  wire       rst_n,
    input  wire [7:0] reg0,
    input  wire [7:0] reg1,
    input  wire [7:0] reg2,
    input  wire [7:0] reg3,
    output reg  [7:0] out_byte,
    output reg        out_stb
);
    reg [1:0] sel;
    always @(posedge clk) begin
        if (!rst_n) begin
            sel     <= 2'd0;
            out_stb <= 1'b0;
            out_byte<= 8'h00;
        end else begin
            sel <= sel + 1'b1;
            case (sel)
                2'd0: out_byte <= reg0;
                2'd1: out_byte <= reg1;
                2'd2: out_byte <= reg2;
                2'd3: out_byte <= reg3;
            endcase
            out_stb <= 1'b0;  
        end
    end
endmodule
module top(
    input  wire clk_50,
    output wire uart_tx,
    inout  wire i2c_scl,
    inout  wire i2c_sda,
    output wire [9:0] led
);
    wire rst_n;
    clk_rst_sync u_sync (
        .clk      (clk_50),
        .rst_n_in (1'b1),      
        .rst_n_out(rst_n)
    );
    i2c_master u_i2c (
        .clk (clk_50),
        .rst_n(rst_n),
        .sda (i2c_sda),
        .scl (i2c_scl)
    );
    wire [7:0] r0, r1, r2, r3;
    i2c_regs u_regs (
        .clk (clk_50),
        .rst_n(rst_n),
        .reg0(r0), .reg1(r1), .reg2(r2), .reg3(r3)
    );
    wire [7:0] proc_byte;
    wire       proc_stb;
    proc_block u_proc (
        .clk (clk_50),
        .rst_n(rst_n),
        .reg0(r0), .reg1(r1), .reg2(r2), .reg3(r3),
        .out_byte(proc_byte),
        .out_stb (proc_stb)
    );
    wire tx_busy;
    uart_tx #(.CLK_HZ(50_000_000), .BAUD_HZ(115_200)) u_uart (
        .clk    (clk_50),
        .rst_n  (rst_n),
        .tx_stb (proc_stb),
        .tx_data(proc_byte),
        .tx_busy(tx_busy),
        .tx     (uart_tx)
    );
    reg [25:0] cnt = 0;
    always @(posedge clk_50) if (rst_n) cnt <= cnt + 1;
    assign led[0]   = cnt[25];
    assign led[9:1] = 9'b0;
endmodule
module uart_tx #(
    parameter CLK_HZ  = 50_000_000,
    parameter BAUD_HZ = 115_200
)(
    input  wire clk,
    input  wire rst_n,          
    input  wire       tx_stb,   
    input  wire [7:0] tx_data,  
    output reg        tx_busy,  
    output reg        tx        
);
    wire baud_tick;
    baud_gen #(.CLK_HZ(CLK_HZ), .BAUD_HZ(BAUD_HZ)) u_baud (
        .clk   (clk),
        .rst_n (rst_n),
        .tick  (baud_tick)
    );
    always @(posedge clk) begin
        if (!rst_n) begin
            tx      <= 1'b1;  
            tx_busy <= 1'b0;
        end else begin
            tx      <= 1'b1;  
            tx_busy <= 1'b0;
        end
    end
endmodule
==> /design/flow/run.sh <==
#!/bin/bash
# OpenROAD 26Q1-2900-gdf79404cd8, Yosys 0.63+post, stock flow scripts
make -C /OpenROAD-flow-scripts/flow DESIGN_CONFIG=/design/flow/config.mk WORK_HOME=/design/flow/orfs finish
==> /design/flow/config.mk <==
export PLATFORM = sky130hd
export DESIGN_NAME = top
export DESIGN_NICKNAME = top
export VERILOG_FILES = /design/flow/design.v
export SDC_FILE = /design/flow/constraint.sdc
export NUM_CORES = 4
export LEC_CHECK = 1
export CORE_AREA = 10 10 104 104
export DIE_AREA = 0 0 114 114
==> /design/flow/constraint.sdc <==
current_design top

set clk_period 3.6
set clk_io_pct 0.2

create_clock -name clk0 -period $clk_period [get_ports {clk_50}]

set non_clock_inputs [all_inputs -no_clocks]
set_input_delay [expr $clk_period * $clk_io_pct] -clock clk0 $non_clock_inputs
set_output_delay [expr $clk_period * $clk_io_pct] -clock clk0 [all_outputs]
==> impl_metrics.json <==
{
  "post_cts_buffers": 0,
  "gr-total-overflow": 0,
  "finClkSkew_ps": 3.886,
  "grt_pass1_wl_mm": 2.746,
  "clk_path_buf_depth": 2,
  "max_slew.worst_pin.slew_ps": 567.1,
  "r2r-end": "cnt[24]",
  "timing.fmax_mhz": 554.3,
  "rsz0062_at_grt": "false",
  "fillers": 981,
  "ctsResizeCount": 0,
  "drtIter0Drc": 18,
  "ir_drop_uv": 134.9,
  "slew_violations": 0,
  "setup_ws_ps": 1796,
  "track_usage_pct": 2.294,
  "largest_reg_flops": 26,
  "synth_flops": 26,
  "core_sq_mm": 0.008678,
  "grt_pass1_vias": 636,
  "fp_util_pct": 12.95,
  "ys_cells": 114,
  "dieWidth_um": 114,
  "pin_count": 14,
  "grt_util_met3_pct": 0.1595,
  "r2r_start": "cnt[0]",
  "fin_crit_ps": 1804,
  "ys_area_sq_mm": 0.001124,
  "clk_pin_slew_ps": 80,
  "dr.pass1.iters": 4,
  "port_buffers": 1,
  "hp-class": "flop to flop",
  "drt_wl_total_mm": 1.493,
  "htreeDepth": 1,
  "warnings": 25,
  "antenna_found_initial": 0,
  "reg2reg_depth": 5,
  "startpoint_type": "flop",
  "die-area_sq_mm": 0.01300,
  "ctsHoldBuffers": 0,
  "drive_gt1_share_pct": 6.957,
  "tns_ps": 0,
  "min_to": "cnt[0]",
  "synth_cell_types": 20,
  "hp-start": "cnt[0]",
  "max_slew_margin_pct": 61.84,
  "cts_root_buf": "clkbuf_8",
  "drcViolationCount": 0,
  "die_h_um": 114,
  "arrival_ps": 2000,
  "hold_depth": 1,
  "largestRegisters": "cnt: 26 flops",
  "dp.final_hpwl_mm": 1.155,
  "power_density_mw_per_mm2": 374.5,
  "critPathMaxFanout": 7,
  "ant_nets": 0,
  "p_leak_nw": 0.4716,
  "grt_max_degree": 15,
  "top_register": "cnt",
  "ys_warn_count": 8,
  "worstPathRequired_ps": 3800,
  "rows": 34,
  "setup_viol": 0,
  "cts.sinks": 26,
  "dp_slack_ps": 1809,
  "gp_congestion": 0.7484,
  "outcome": "complete, no violations",
  "insertion_delay_ps": 260,
  "synthCells": 114,
  "drv_cap": 0,
  "critPathLaunch": "cnt[0]",
  "n_antenna_cell": 0,
  "avgSynthCellArea_sq_um": 9.856,
  "grtUsageMet2_pct": 3.303,
  "finalCritPeriodShare_pct": 50.11,
  "synthesis.area_sq_mm": 0.001124,
  "synth_seq_share_pct": 46.33,
  "hold_viol": 0,
  "vias": 669,
  "path_class": "flop to flop",
  "wl_per_cell_um": 6.695,
  "grt_busiest_layer": "met1",
  "area_growth_pct": 11.47,
  "vias_per_cell": 3.000,
  "cts_tree": "done",
  "crit_path_end_kind": "flop",
  "met1_usage_pct": 3.564,
  "reg2reg_slack_ps": 1800,
  "cts_made_buffers": 3
}
[worst max path at each step]
stage | endpoint | slack (ps)
after CTS | led[0] | 1780
final | cnt[24] | 1800
after global routing | cnt[20] | 1630
[final cells by class]
| cell class | count | area (sq um) | area share [%] |
|---|---|---|---|
| clock buffers | 4 | 55.05 | 4.396 |
| inverters | 1 | 3.754 | 0.2997 |
| multi-input cells | 83 | 528.0 | 42.16 |
| flip-flops and latches | 26 | 520.5 | 41.56 |
| well taps | 108 | 135.1 | 10.79 |
| repair buffers | 1 | 10.01 | 0.7992 |
[where the power goes]
group          internal [mW]  total, mW  switching (mW)
Combinational              0   0.000804        0.000804
Clock                 0.0975      0.181          0.0835
Sequential             0.287      0.287               0
Total                  0.385      0.469          0.0843
[synthesized netlist by cell type (all sizes together)]
cell type	number	share of area [%]
and3	4	2.3
or2	1	0.56
nor4	2	1.1
nor2	8	2.7
nor3	3	1.3
nand4	6	4.7
conb	2	0.67
ha	1	1.1
inv	1	0.33
dfxtp	26	46
nor4b	1	2.1
xor2	11	8.6
buf	14	9.7
nand2	10	3.3
nand3	10	4.5
or3	1	0.56
xnor2	13	10
[cell families after synthesis]
family                     after synthesis  synth area share, %
buffers and inverters                   15                10.02
DFF                                     26                46.33
other                                    2               0.6684
adders and majority gates                1                1.113
and+or+nand+nor                         46                23.16
xor gates and xnor gates                24                18.71
[worst max-delay path: stages (launching register included)]
cell     delay, ps
dfxtp_1        370
ha_1           240
nand3_1        110
or3_1          530
nor4b_4        320
xor2_1         160
[metal layers]
metal,share of wire [%],vias up,routed length [um]
met5,0,-,0
met4,3.5,0,53
met3,1.3,4,20
met2,42,10,632
met1,53,300,787
li1,-,355,-
[placed cells by master, fill, tap and decap left out, types with 2 or more instances in the layout]
cell,Yosys,routed
dfxtp_1,26,26
clkbuf_8,0,4
conb_1,2,12
nand3_1,10,10
nor2_1,8,8
xnor2_1,13,13
nand4_1,5,5
xor2_1,11,11
nand2_1,10,10
nor3_1,3,3
and3_1,3,3
nor4_1,2,2
[metrics by stage]
stage | cell area, sq um | std cells | util [%] | total power [mW] | hold slack (ps)
after global routing | 1252 | 223 | 14.43 | 0.4875 | 437.8
after CTS | 1252 | 223 | 14.43 | 0.4752 | 424.7
after global placement | 1197 | 219 | 13.80 | 0.2954 | 391.7
after floorplan | 1161 | 124 | - | 0.3033 | 383.4
after detailed placement | 1197 | 219 | 13.80 | 0.2952 | 403.3
final | 1252 | 223 | 14.43 | 0.4690 | 423.9
Power and IR drop assume default switching activity.
